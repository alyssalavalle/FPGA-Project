==> design/flow/design.v <==
`timescale 1ns / 1ps
module sev_seg(
    input clk,
    input [3:0] binary_input_0,
    input [3:0] binary_input_1,
    input [3:0] binary_input_2,
    input [3:0] binary_input_3,
    output wire [3:0] IO_SSEG_SEL,  
    output wire [6:0] IO_SSEG  
);
    reg [1:0] current_LED = 0;  
    reg [6:0] LED_out [0:3];   
    reg [18:0] counter = 0;  
    parameter max_counter = 500000;  
    wire [3:0] four_bit_data [0:3];   
    assign four_bit_data[0] = binary_input_0;
    assign four_bit_data[1] = binary_input_1;
    assign four_bit_data[2] = binary_input_2;
    assign four_bit_data[3] = binary_input_3;
    always @(posedge clk) begin
        if (counter < max_counter) begin
            counter <= counter + 1;
        end else begin
            counter <= 0;
            current_LED <= current_LED + 1;
        end
        case (four_bit_data[current_LED])
            4'b0000: LED_out[current_LED] = 7'b1000000;  
            4'b0001: LED_out[current_LED] = 7'b1111001;  
            4'b0010: LED_out[current_LED] = 7'b0100100;  
            4'b0011: LED_out[current_LED] = 7'b0110000;  
            4'b0100: LED_out[current_LED] = 7'b0011001;  
            4'b0101: LED_out[current_LED] = 7'b0010010;  
            4'b0110: LED_out[current_LED] = 7'b0000010;  
            4'b0111: LED_out[current_LED] = 7'b1111000;  
            4'b1000: LED_out[current_LED] = 7'b0000000;  
            4'b1001: LED_out[current_LED] = 7'b0011000;  
        endcase
    end
    assign IO_SSEG_SEL = (current_LED == 2'b00) ? 4'b1110 :
                         (current_LED == 2'b01) ? 4'b1101 :
                         (current_LED == 2'b10) ? 4'b1011 :
                         4'b0111;   
    assign IO_SSEG = LED_out[current_LED];
endmodule
`timescale 1ns / 1ps
module timer(
    input clk,                     
    input IO_BTN_C, IO_BTN_L, IO_BTN_R,  
    input [2:0] IO_SWITCH,         
    output wire [6:0] IO_SSEG,      
    output wire [3:0] IO_SSEG_SEL,  
    output reg [15:0] IO_LED       
);
    reg [31:0] counter = 0;
    reg [31:0] blink_counter = 0;  
    parameter max_counter = 100000000;  
    parameter blink_rate = 25000000;    
    reg [5:0] Minutes = 0, Seconds = 0;
    reg [3:0] Digit_0, Digit_1, Digit_2, Digit_3 = 0;
    reg [1:0] timer_state = 0;  
    reg [1:0] next_state = 0;   
    reg blink_enable = 0;       
    sev_seg U00(
        .clk(clk),
        .binary_input_0(Digit_0),
        .binary_input_1(Digit_1),
        .binary_input_2(Digit_2),
        .binary_input_3(Digit_3),
        .IO_SSEG_SEL(IO_SSEG_SEL),  
        .IO_SSEG(IO_SSEG)           
    );
    always @(posedge clk) begin
        case (timer_state)
            2'b00: begin
                if (IO_BTN_L) begin
                    timer_state <= 2'b00;  
                end else if (IO_BTN_C) begin
                    timer_state <= 2'b01;  
                end
                if (IO_SWITCH[0]) begin
                    Minutes <= 1; Seconds <= 0;
                end else if (IO_SWITCH[1]) begin
                    Minutes <= 3; Seconds <= 0;
                end else if (IO_SWITCH[2]) begin
                    Minutes <= 5; Seconds <= 0;
                end else begin
                    Minutes <= 0; Seconds <= 0;
                end
                IO_LED <= 16'b0;  
                blink_enable <= 0;  
            end
            2'b01: begin
                if (IO_BTN_R) begin
                    timer_state <= 2'b10;  
                end else if (IO_BTN_L) begin
                    timer_state <= 2'b00;  
                end else if (counter < max_counter) begin
                    counter <= counter + 1;
                end else begin
                    counter <= 0;
                    if (Seconds > 0) begin
                        Seconds <= Seconds - 1;
                    end else if (Minutes > 0) begin
                        Minutes <= Minutes - 1;
                        Seconds <= 59;
                    end else begin
                        timer_state <= 2'b11;  
                    end
                end
            end
            2'b10: begin
                if (IO_BTN_C) begin
                    timer_state <= 2'b01;  
                end else if (IO_BTN_L) begin
                    timer_state <= 2'b00;  
                end
            end
            2'b11: begin
                if (IO_BTN_L) begin
                    timer_state <= 2'b00;  
                    IO_LED <= 16'b0;  
                end else begin
                    if (blink_counter < blink_rate) begin
                        blink_counter <= blink_counter + 1;
                    end else begin
                        blink_counter <= 0;
                        IO_LED <= ~IO_LED;  
                    end
                end
            end
        endcase
        Digit_0 <= Seconds % 10;
        Digit_1 <= Seconds / 10;
        Digit_2 <= Minutes % 10;
        Digit_3 <= Minutes / 10;
    end
endmodule
==> design/flow/run.sh <==
#!/bin/bash
# OpenROAD 26Q1-2900-gdf79404cd8, Yosys 0.63+post, stock flow scripts
make -C /OpenROAD-flow-scripts/flow DESIGN_CONFIG=/design/flow/config.mk WORK_HOME=/design/flow/orfs finish
==> design/flow/config.mk <==
export PLATFORM = sky130hd
export DESIGN_NAME = timer
export DESIGN_NICKNAME = timer
export VERILOG_FILES = /design/flow/design.v
export SDC_FILE = /design/flow/constraint.sdc
export NUM_CORES = 4
export LEC_CHECK = 1
export CORE_UTILIZATION = 50
==> design/flow/constraint.sdc <==
current_design timer

set clk_period 7.0
set clk_io_pct 0.2

create_clock -name clk0 -period $clk_period [get_ports {clk}]

set non_clock_inputs [all_inputs -no_clocks]
set_input_delay [expr $clk_period * $clk_io_pct] -clock clk0 $non_clock_inputs
set_output_delay [expr $clk_period * $clk_io_pct] -clock clk0 [all_outputs]
==> out/results.ini <==
[outcome]
run_status=completed

[setup_path]
critical_path_required_ns=5.60
crit_chain=inv_1 > ha_1 > inv_1 > clkdlybuf4s50_1
reg2reg_setup_slack_ns=3.72
path_buffers=3
timing.critical_path.fanout_max=10
kind_of_end_point_of_the_critical_path=output pin
worstReg2RegEnd=Digit_2[3]$_DFF_P_
data_arrival_time_of_the_critical_path_ns=2.22
worst_path_largest_cell_delay_ns=0.72
critical_path_depth=4
cp-endpoint=IO_SSEG_SEL[0]
criticalPathCategory=reg2out
cp_top_family=buffers and inverters
worst_path_most_repeated_cell=sky130_fd_sc_hd__inv_1
r2r_cells=12
startpoint_type=flip-flop
crit-reg2reg-launch=Minutes[4]$_SDFFCE_PN0P_
critPathSlowestCell=sky130_fd_sc_hd__edfxtp_1
worst_setup_path_start=U00.current_LED[0]$_DFFE_PP_

[floorplanning]
placeableCoreArea_um2=15400
placementRows=45
die_area_um2=16600
width_of_the_die_um=129
die_height_um=129
io_pins=34
fp_util_pct=52.0

[cts]
cts.clk_slew.worst_paths_ns=0.06
cts_setup_buffers=0
cts_repair_resize_count=0
tritoncts.num_buffers=17
htree_num_levels=4
clock.latency.late_pin_ns=0.41
ctsRootBufferMaster=sky130_fd_sc_hd__clkbuf_16
clock_tree_from_tritoncts=built
clock_sinks=157
cts-root-to-sink-buffers=2
cts_hold_repair.buffers=0

[sta]
setup_total_negative_slack_ns=0
min_period_over_period_pct=51.7
fmax_ghz=0.276
setup_viol=0
timing.final.hold_violations=0
skew_ns=0.00711
tightestPinTransition_ns=0.747
final_period_minus_worst_setup_slack_ns=3.62
grt_setup_unrepaired=no
slew_headroom_pct=50.2
slew_viol_final=0

[synthesis]
synth_compound_gate_area_share_pct=8.82
ys_dominant_reg_cell=sky130_fd_sc_hd__edfxtp_1
yosys_register_bits=157
ys_sh_simple_pct=19.4
synth-area-yosys_um2=8030
number_of_distinct_standard_cells_referenced_by_the_synthesized_netlist=63
yosysSeqAreaShare_pct=54.6
yosys.area_share.adder_pct=3.58
post_synth_xor_area_fraction_pct=7.96
number_of_synthesized_flops_with_an_enable_pin=124
synth-warning-count=2
yosys-stat-cells=718
syn_area_um2=8030
topCombFamilyByArea=simple AND/OR/NAND/NOR gates
ys_async_sr_fraction_pct=0
synth_cells=718
synthesis.area_per_instance_um2=11.2
post_synth_mux_area_share_pct=2.09

[route]
post_drt_wl_per_cell_um=14.1
n_antenna_cell=0
drtIter0Drc=259
final_antenna_net_count=0
route.detailed.drc=0
dr_total_vias=5269
viasPerCell=5.38
drt_first_pass_iters=5
routed_wl_mm=13.8

[place]
dpl.hpwl_mm=9.31
globalplace.congestion=0.928
postPlaceCellArea_um2=8540
port-buffer-count=33
placedCellCount=948

[final_layout]
final_design_area_excluding_fillers_um2=9130
postLayoutCoreUtil_pct=59.2
layout-area-overhead-vs-synth_pct=13.7
fin_cells=980
layout_top_cells_excl_fill_tap=sky130_fd_sc_hd__edfxtp_1 (124), sky130_fd_sc_hd__nor2_1 (97), sky130_fd_sc_hd__xnor2_1 (46)
ratio_of_cells_with_drive_above_1_in_the_final_layout_pct=8.58
mostFrequentLayoutCell=sky130_fd_sc_hd__edfxtp_1

[hold_path]
min_path_type=reg2reg

[grt]
number_of_antenna_violations_at_the_first_check_in_global_routing=0
grt_first_pass_wirelength_mm=23.4
grt-ovfl-total=0
gr-usage-all-layers_pct=18.7
number_of_global_route_vias_before_repair=4892
grt_start_max_net_pins=35

[run]
openroad.warnings=36
max-cap-violations=0

[power_and_ir_drop]
power.density_cell_area_nw_per_um2=369
power.static_leakage_nw=3.19
p_total_mw=3.37
vdd_ir_drop_max_mv=0.192

## layer usage
metal | GRT usage, % | wire length (um)
met4 | 1.94 | 119
met3 | 4.87 | 746
met5 | 0 | 0
met1 | 33.2 | 6860
met2 | 26.0 | 6060
## where the power goes
| part | internal (mW) | leakage (nW) | total [mW] | switching (mW) |
|---|---|---|---|---|
| sequential | 1.29 | 1.45 | 1.48 | 0.190 |
| clock | 0.559 | 0.276 | 0.905 | 0.346 |
| combinational | 0.458 | 1.47 | 0.985 | 0.528 |
| total | 2.31 | 3.19 | 3.37 | 1.06 |
## stage by stage
step           hold WS [ns]  setup slack (ns)
3_5_place_dp          0.433              3.51
6_report              0.443              3.38
4_1_cts               0.446              3.32
3_3_place_gp          0.427              3.53
2_1_floorplan         0.393              2.30
5_1_grt               0.481              3.17
## cell families (layout without fill, tap and decap cells)
kind of cell | count (synthesis) | in the layout
flops | 157 | 157
mux | 8 | 8
fa+ha+maj | 23 | 23
compound gates | 104 | 104
simple gates | 289 | 289
xor+xnor | 73 | 73
other cells | 1 | 12
buf+inv | 63 | 103
## how the worst min path moves through the flow
| stage | slack [ns] | depth (start not counted) | start | endpoint |
|---|---|---|---|---|
| final | 0.44 | 1 | U00.counter[0]$_SDFF_PP0_ | U00.counter[0]$_SDFF_PP0_ |
| after CTS | 0.45 | 1 | U00.counter[0]$_SDFF_PP0_ | U00.counter[0]$_SDFF_PP0_ |
| after global routing | 0.48 | 1 | U00.counter[0]$_SDFF_PP0_ | U00.counter[0]$_SDFF_PP0_ |
## synthesized netlist by cell type (5+ instances only)
cell                       count  area (um^2)
sky130_fd_sc_hd__a21oi_1      28          140
sky130_fd_sc_hd__a31oi_1      10         62.6
sky130_fd_sc_hd__and2_1        6         37.5
sky130_fd_sc_hd__and3_1       17          106
sky130_fd_sc_hd__and4_1        7         61.3
sky130_fd_sc_hd__buf_2         5         25.0
sky130_fd_sc_hd__clkbuf_1     20         75.1
sky130_fd_sc_hd__dfxtp_1      33          661
sky130_fd_sc_hd__edfxtp_1    124         3720
sky130_fd_sc_hd__ha_1         23          288
sky130_fd_sc_hd__inv_1        34          128
sky130_fd_sc_hd__mux4_2        7          158
sky130_fd_sc_hd__nand2_1      34          128
sky130_fd_sc_hd__nand2b_1     10         62.6
sky130_fd_sc_hd__nand3_1      28          140
sky130_fd_sc_hd__nand4_1      16          100
sky130_fd_sc_hd__nor2_1       97          364
sky130_fd_sc_hd__nor2_4       19          214
sky130_fd_sc_hd__nor2b_1       6         37.5
sky130_fd_sc_hd__nor3_1       24          120
sky130_fd_sc_hd__nor4_1        7         43.8
sky130_fd_sc_hd__o21ai_0      22          110
sky130_fd_sc_hd__o31ai_1       5         37.5
sky130_fd_sc_hd__xnor2_1      46          403
sky130_fd_sc_hd__xor2_1       27          236
## final cells by class
class	count	area [um^2]
Sequential cell	157	4380
Inverter	34	128
Fill cell	1232	6300
Clock inverter	11	144
Tap cell	211	264
Timing Repair Buffer	37	360
Multi-Input combinational cell	509	3410
Clock buffer	21	440
## flip-flops by register name, summed over array words and instances (netlist names)
name,count
IO_LED,16
blink_counter,32
counter,32
Minutes,6
U00.current_LED,2
U00.LED_out,28
Digit_3,3
Digit_2,4
Seconds,6
Digit_0,4
timer_state,2
Digit_1,3
U00.counter,19
Power is estimated from default activity; no workload was simulated.
